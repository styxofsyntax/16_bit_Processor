===== /design/flow/config.mk =====
export PLATFORM = sky130hd
export DESIGN_NAME = CPU
export DESIGN_NICKNAME = CPU
export VERILOG_FILES = /design/flow/design.v
export SDC_FILE = /design/flow/constraint.sdc
export NUM_CORES = 4
export LEC_CHECK = 1
export CORE_UTILIZATION = 50

===== /design/flow/constraint.sdc =====
current_design CPU

set clk_period 19.0
set clk_io_pct 0.2

create_clock -name clk0 -period $clk_period [get_ports {clk}]

set non_clock_inputs [all_inputs -no_clocks]
set_input_delay [expr $clk_period * $clk_io_pct] -clock clk0 $non_clock_inputs
set_output_delay [expr $clk_period * $clk_io_pct] -clock clk0 [all_outputs]

===== /design/flow/design.v =====
module ALU (ALUselect, ALUin1, ALUin2, ALUout);
    input		[3  : 0]	ALUselect;
    input		[15 : 0]	ALUin1, ALUin2;
    output	reg	[15 : 0]	ALUout;
    always@(*) 
    begin 
		if  (ALUselect == 0 || ALUselect == 5 || ALUselect == 7 || ALUselect == 8)
			ALUout = ALUin1 + ALUin2;
		else if (ALUselect == 1) 
			ALUout = ALUin1 << ALUin2;
		else if  (ALUselect == 2) 
			ALUout = ALUin1 >> ALUin2;
		else if (ALUselect == 3)
			ALUout = ALUin1 | ALUin2;
		else  if (ALUselect == 4)
			ALUout = ALUin1 & ALUin2;
		else if (ALUselect == 6)
			ALUout = ALUin2;
		else
			ALUout = 0;
    end
endmodule
module	CPU(clk, reset, reg0, reg1, reg2, reg3, reg4, reg5, reg6, reg7, dataMemValue0, dataMemValue1, dataMemValue2, dataMemValue3, dataMemValue4, dataMemValue5, dataMemValue6, dataMemValue7, ALUout, ALUin1, ALUin2, regDataIn);
output	[15 : 0]	reg0, reg1, reg2, reg3, reg4, reg5, reg6, reg7, dataMemValue0, dataMemValue1, dataMemValue2, dataMemValue3, dataMemValue4, dataMemValue5, dataMemValue6, dataMemValue7, ALUout, ALUin1, ALUin2, regDataIn;
input				clk, reset;
wire	[7  : 0]	prgm_cntr;
wire 				PCsrc, regWrite, memWrite, memtoReg;
wire	[1  : 0]	ALUsrc;
wire 	[3  : 0]	opCode;
wire	[2	: 0]	dst, src1, src2, shamt;
wire	[5  : 0]	iconst;
wire	[8  : 0]	jconst;
wire	[15 : 0]	instr;
reg		[15 : 0]	instrMem[14 : 0];
Prgm_Counter	C1	(clk, reset, PCsrc, jconst, prgm_cntr);
assign instr	=	instrMem[prgm_cntr];
Control_Unit	C2	(clk, reset, instr, opCode, dst, src1, src2, shamt, iconst, jconst, regWrite, memWrite, PCsrc, memtoReg, ALUsrc);
DataPath		C3	(clk, reset, opCode, dst, src1, src2, shamt, iconst, regWrite, memtoReg, memWrite, ALUsrc, reg0, reg1, reg2, reg3, reg4, reg5, reg6, reg7, dataMemValue0, dataMemValue1, dataMemValue2, dataMemValue3, dataMemValue4, dataMemValue5, dataMemValue6, dataMemValue7, ALUout, ALUin1, ALUin2, regDataIn);
initial
begin
	instrMem[0 ] = 16'b	0000000000000110;
	instrMem[1 ] = 16'b	0010100000010110;
	instrMem[2 ] = 16'b	0010010000100110;
	instrMem[3 ] = 16'b	0000000000110111;
	instrMem[4 ] = 16'b	0001000010010101;
	instrMem[5 ] = 16'b	0010000100010001;
	instrMem[6 ] = 16'b	0010000100010010;
	instrMem[7 ] = 16'b	0000100010110000;
	instrMem[8 ] = 16'b	0000000010111001;
	instrMem[9 ] = 16'b	0000100100010000;
	instrMem[10] = 16'b	0000000000000000;
	instrMem[11] = 16'b	0000010101000011;
	instrMem[12] = 16'b	0000010100100100;
	instrMem[13] = 16'b	0000110000011000;
end
endmodule
module Control_Unit(clk, reset, inst_in, opCode, dst, src1, src2, shamt, iconst, jconst, regWrite, memWrite, PCsrc, memtoReg, ALUsrc);
input					clk, reset;
input		[15 : 0]	inst_in;
output		[3  : 0]	opCode;
output		[5  : 0]	iconst; 
output		[8  : 0]	jconst;
output		[2  : 0]	dst, src1, src2, shamt;
output	reg				regWrite, memWrite, PCsrc, memtoReg;  
output	reg	[1  : 0]	ALUsrc;  
assign	opCode	=	inst_in	[3  :  0];
assign	dst		=	inst_in	[6  :  4];
assign	src1	=	inst_in	[9  :  7];
assign	src2	=	inst_in	[12 : 10];
assign	shamt	=	inst_in	[15 : 13];
assign	iconst	=	inst_in	[15 : 10];
assign	jconst	=	inst_in	[12 :  4];
always@(*) begin
    if (reset == 0) begin
        regWrite	= 0;
        memWrite	= 0;
        PCsrc		= 0;
        memtoReg	= 0;
		ALUsrc		= 0;
    end  
    else begin  
        if (opCode < 4'b 1000)
            regWrite = 1'b 1;
        else
            regWrite = 1'b 0;
        if (opCode == 4'b 1000)
            memWrite = 1'b 1;
        else
            memWrite = 1'b 0;
        if (opCode == 4'b 1001)
            PCsrc = 1'b 1;
        else
            PCsrc = 1'b 0;
        if (opCode == 4'b 0111)
            memtoReg = 1'b 1;
        else
            memtoReg = 1'b 0;   
		if (opCode == 4'b 0101 || opCode == 4'b 0110 || opCode == 4'b 0111 || opCode == 4'b 1000)
			ALUsrc = 2'b 01;
		else if (opCode == 4'b 0001 || opCode == 4'b 0010)
			ALUsrc = 2'b 10;
		else
			ALUsrc = 2'b 00;
    end  
end
endmodule
module DataPath (clk, reset, ALUselect, dst, src1, src2, shamt, iconst, regWrite, memtoReg, memWrite, ALUsrc, reg0, reg1, reg2, reg3, reg4, reg5, reg6, reg7, dataMemValue0, dataMemValue1, dataMemValue2, dataMemValue3, dataMemValue4, dataMemValue5, dataMemValue6, dataMemValue7, ALUout, ALUin1, ALUin2, regDataIn);
output		[15 : 0]	reg0, reg1, reg2, reg3, reg4, reg5, reg6, reg7, dataMemValue0, dataMemValue1, dataMemValue2, dataMemValue3, dataMemValue4, dataMemValue5, dataMemValue6, dataMemValue7, ALUout, ALUin1, regDataIn;
output reg	[15 : 0]	ALUin2;
input					clk, reset, regWrite, memtoReg, memWrite;
input		[1  : 0]	ALUsrc;
input		[2  : 0]	dst, src1, src2, shamt;
input  		[3  : 0]	ALUselect;
input		[5  : 0]	iconst;
reg			[15 : 0]	regDataIn;
reg			[15 : 0]	regFile[0  : 7];
reg			[3  : 0]	i;
reg			[15 : 0]	dataMem[31 : 0];
assign ALUin1	=	regFile[src1];
ALU		DP1	(ALUselect, ALUin1, ALUin2, ALUout);
assign	  reg0 = regFile[0];
assign	  reg1 = regFile[1];
assign    reg2 = regFile[2];
assign    reg3 = regFile[3];
assign    reg4 = regFile[4];
assign    reg5 = regFile[5];
assign    reg6 = regFile[6];
assign    reg7 = regFile[7];
assign	  dataMemValue0  = dataMem[0];
assign	  dataMemValue1  = dataMem[1];
assign    dataMemValue2  = dataMem[2];
assign    dataMemValue3  = dataMem[3];
assign    dataMemValue4  = dataMem[4];
assign    dataMemValue5  = dataMem[5];
assign    dataMemValue6  = dataMem[6];
assign    dataMemValue7  = dataMem[7];
always@(posedge clk, negedge reset)
begin
	if (reset == 0) begin
		for (i = 0; i < 9; i = i + 1) begin
		regFile[i] = 0;
		end  
	end  
	else begin
		if (memtoReg == 1)
			regDataIn 		=	dataMem[ALUout];
		else
			regDataIn		=	ALUout;
		if (regWrite == 1)
			regFile[dst]	=	regDataIn;
		if (memWrite == 1)
			dataMem[ALUout]	=	regFile[dst];
	end  
end  
always@(*)
begin
	if (ALUsrc == 0)
		ALUin2	=	regFile[src2];
	else if (ALUsrc == 1)
		ALUin2 = iconst;
	else if (ALUsrc == 2)
		ALUin2 = shamt;
end
initial
begin
dataMem[0 ] = 16'b 0100;  
dataMem[1 ] = 16'b 0010;
dataMem[2 ] = 16'b 0001;
dataMem[3 ] = 16'b 0110;
dataMem[4 ] = 16'b 0011;
dataMem[5 ] = 16'b 1000;
dataMem[6 ] = 16'b 1100;
dataMem[7 ] = 16'b 0101;
dataMem[8 ] = 16'b 0101;
dataMem[9 ] = 16'b 0001;
dataMem[10] = 16'b 0010;
dataMem[11] = 16'b 0011;
dataMem[12] = 16'b 0100;
end
endmodule
module    Prgm_Counter(clk, reset, PCsrc, address, PCreg);
input                 PCsrc, clk, reset;
input         [8 : 0] address;
output    reg [7 : 0] PCreg;
wire          [7 : 0] temp;
assign    temp = PCreg + 1;
always@(posedge clk, negedge reset)
begin
    if (reset == 0) begin
        PCreg = 0;
	end
    else begin
        if (PCsrc == 1)
            PCreg = temp + address;
        else
            PCreg = temp;
    end
end
endmodule

===== /design/flow/run.sh =====
#!/bin/bash
# OpenROAD 26Q1-2900-gdf79404cd8, Yosys 0.63+post, stock flow scripts
make -C /OpenROAD-flow-scripts/flow DESIGN_CONFIG=/design/flow/config.mk WORK_HOME=/design/flow/orfs finish

==> summary.txt <==
Flow results.

- The run finished with clean final reports.
- The leading area contributor after synthesis is edfxtp_1.
- The kind of end point of the critical path is an output pin.
- The total CTS buffers is 68.
- The final layout reports a setup TNS of 0 ns.
- OpenROAD reports that the post-layout worst path occupies 79.1% of the period.
- The prevailing post-synth register cell is edfxtp_1.
- The worst register-to-register path has a setup slack of 8.23 ns.
- From synthesis to final layout, the design area changed by 22.2%.
- STA puts the critical path data required time at 15.20 ns.
- The core footprint is 63300 µm².
- The remaining max-slew budget at the tightest pin is 25.9%.
- The die outline height is 256 µm.
- The routability-driven placement congestion ratio is 1.06.
- On the final layout, the worst hold slack is 0.427 ns.
- TritonCTS built the clock tree.
- The per-cell via count in the routed design is 6.88.
- According to the report, the first pass of detailed routing completed in 7 iterations.
- The number of antenna violations at the first check in global routing is 6.
- The final routed wirelength across all metal layers is 141000 µm.
- At the later pin of the worst-skew pair, clock insertion delay measures 0.64 ns.
- The synthesized area per cell is 11.8 µm².
- The number of cells on the worst reg-to-reg path is 27.
- The worst setup path is of the in2out kind.
- Setup repair after global routing left no endpoint under its margin.
- After the first detailed-routing iteration, the DRC count stood at 3275.
- The critical path maximum fanout is 39.
- The number of warning messages in the yosys log is 7.
- Clock-pin slew was measured on the worst setup and hold paths at 0.05 ns.
- The placed wire-length estimate after detailed placement is 98400 µm.
- The total count of hold-check failures in the final report is 0.
- Per the post-synthesis report, the number of cells in the design is 2729.
- The post-synth count of flops with an enable pin is 528.
- Buffers inserted to repair hold after CTS numbered 0.
- The capturing element of the worst setup path is ALUout[15].
- Before any placement, the netlist area is recorded as 32100 µm².
- Ranked by total cell area, the synthesized netlist is headed by edfxtp_1 49%, dfrtp_1 10%, nand2_1 4.1%, a22oi_1 3.2%, a21oi_1 1.9%.
- The maximum buffer depth of the clock tree is 3.
- The number of register pins that no clock reaches is 16.
- The buffers inserted during post-CTS setup optimization is 0.
- The report counts max-capacitance violations totalling 0.
- The max-slew violation count is 0.
- The top achievable clock speed is 0.0666 GHz.
- The number of I/O port buffers is 321.
- Post-synthesis, Yosys gives the total cell area as 32100 µm².
- According to the hold report, the worst path is of the reg2reg type.
- The count of endpoints without a timing constraint is 16.
- The sum of overflow across all layers after global routing is 0.
- Per the layout area report, the combinational gate area comes to 11900 µm².
- The worst clock skew on the final layout is 0.0377 ns.
- For this block, the via count after detailed routing is 27500.
- The remaining number of nets flagged by the antenna check after routing is 0.
- The layout report lists the combined flip-flop and latch area as 19400 µm².
- The number of global-route vias before repair is 27600.
- The async set-reset flop share out of synthesis is 19.5%.
- The routed design could run at a clock period as short as 15.03 ns.
- The count of instances resized after the clock tree is built is 0.
- The warning total across the stage logs is 46.
- By instance count, the leading cell after synthesis is edfxtp_1.
- The slew at the pin with the worst max-slew slack is 1.11 ns.
- The die width is 256 µm.
- The worst endpoint data arrival time is 11.23 ns.
- Per the synth log, the flip-flop and latch total comes to 676.
- The layout has 4702 filler cells.
- The layout summary lists the proportion of cells stronger than drive strength 1 as 13.6%.
- The number of failing setup endpoints in the final timing report is 0.
- The critical register-to-register path endpoint is C3.dataMem[17][2]$_DFFE_PP_.
- Looking at the clock tree report, the root buffer type is clkbuf_16.
- STA classifies the critical path startpoint as a primary input.
- Row generation in the floorplan step produced 92 rows.
- The commonest cells after synthesis are 528 x edfxtp_1, 351 x nand2_1, 159 x nor2_1, 135 x a22oi_1, 132 x dfrtp_1.
- The synthesized netlist contains 101 unique library cells.
- For this configuration, the core starts out at a cell density of 50.8%.
- The H-tree level count is 3.
- In the routed design, unresolved DRC markers number 0.
- The maximum number of pins on one net before global-route repair is 59.
- The wire length of the first global-routing pass is 200000 µm.
- The top cell type by area accounts for 49.3% of the synthesized area.
- For this design the top-level I/O count stands at 322.
- The total global routing track utilization is 46.6%.
- The startpoint of the lowest-slack register-to-register path is C1.PCreg[2]$_DFF_PN0_.
- The count of instantiated cells in the yosys netlist is 2729.
- The worst setup path startpoint is reset.
- The average wire per standard cell is 35.2 µm.
- The floorplan step defined a die boundary enclosing 65300 µm².
## placed cells by master, fill, tap and decap left out, types with 25 or more instances in the layout
cell,count
inv_1,59
buf_4,153
o221ai_1,25
a221oi_1,46
mux2_2,51
a22oi_1,135
dfrtp_1,132
clkdlybuf4s50_1,320
edfxtp_1,528
a22o_1,51
ha_1,43
mux2i_1,38
o21ai_0,114
nand2_1,351
a31oi_1,25
and3_1,30
clkbuf_16,68
nor2_1,143
nand4_1,32
nor3_1,46
a21oi_1,121
nand3_1,83
## per-layer routing
| metal | track usage [%] | part of all wire, % |
|---|---|---|
| met5 | 3.58 | 0.17 |
| met4 | 22.7 | 6.5 |
| met3 | 27.7 | 16 |
| met2 | 65.4 | 44 |
| met1 | 59.3 | 33 |
## cell families after synthesis
family | after synthesis | share of synthesized area (%)
fa+ha+maj | 45 | 1.80
latches | 16 | 0.747
xor+xnor | 16 | 0.436
mux | 105 | 4.01
simple gates | 858 | 12.7
buf+inv | 257 | 3.41
compound gates | 771 | 17.2
flops | 660 | 59.6
other cells | 1 | 0.0117
## how the worst min path moves through the flow
stage         depth (start not counted)                        start                           to
CTS                                   0   C3.regFile[7][6]$_DFF_PN0_   C3.regFile[7][6]$_DFF_PN0_
global route                          0   C3.regFile[7][6]$_DFF_PN0_   C3.regFile[7][6]$_DFF_PN0_
finish                                0  C3.regFile[7][14]$_DFF_PN0_  C3.regFile[7][14]$_DFF_PN0_
## layout make-up
| type | instances | area share [%] |
|---|---|---|
| diodes | 3 | 0.0191 |
| well taps | 846 | 2.69 |
| clock inverters | 38 | 1.23 |
| inverters | 66 | 0.640 |
| flip-flops and latches | 676 | 49.4 |
| clock buffers | 86 | 4.58 |
| multi-input cells | 1811 | 30.4 |
| repair buffers | 474 | 11.1 |
## flip-flops by register name (all words and copies together), names as in the netlist
name,cells
C3.ALUin2,16
C3.regDataIn,16
C3.regFile,128
C3.dataMem,512
C1.PCreg,4
## per-stage QoR
stage,cell area (µm²),setup WS [ns],util [%],std cells
after floorplan,32200,7.39,-,2744
after global placement,37000,4.14,58.4,3873
after detailed placement,37000,4.09,58.4,3873
after CTS,39300,4.07,62.0,3997
after global routing,39300,3.50,62.1,3998
final,39300,3.97,62.1,4000
## critical path: stages
cell and delay, ns:
buf_6 0.31, buf_4 0.53, buf_4 0.55, a21boi_0 0.23, buf_4 0.19, a41o_1 0.64
nor2_1 0.15, o21ai_0 0.18, nand2_1 0.13, dlxtn_1 0.51, inv_2 0.49, ha_1 0.32
a21o_1 0.18, a21oi_1 0.26, o21bai_1 0.11, a21oi_1 0.23, nor2b_1 0.08, o21a_1 0.19
o31ai_1 0.29, a21oi_1 0.18, nand4_1 0.13, nand4b_1 0.12, mux2i_1 0.14, o211ai_1 0.61
clkdlybuf4s50_1 0.60
